<file path="/design/flow/run.sh">
#!/bin/bash
# OpenROAD 26Q1-2900-gdf79404cd8, Yosys 0.63+post, stock flow scripts
make -C /OpenROAD-flow-scripts/flow DESIGN_CONFIG=/design/flow/config.mk WORK_HOME=/design/flow/orfs finish
</file>
<file path="/design/flow/config.mk">
export PLATFORM = sky130hd
export DESIGN_NAME = smolALU
export DESIGN_NICKNAME = smolALU
export VERILOG_FILES = /design/flow/design.v
export SDC_FILE = /design/flow/constraint.sdc
export NUM_CORES = 4
export LEC_CHECK = 1
export CORE_UTILIZATION = 40
</file>
<file path="/design/flow/constraint.sdc">
current_design smolALU

set clk_period 14.9
set clk_io_pct 0.2

create_clock -name clk0 -period $clk_period

set non_clock_inputs [all_inputs -no_clocks]
set_input_delay [expr $clk_period * $clk_io_pct] -clock clk0 $non_clock_inputs
set_output_delay [expr $clk_period * $clk_io_pct] -clock clk0 [all_outputs]
</file>
<file path="/design/flow/design.v">
module smolALU(
    input logic [31:0] rs1,
    input logic [31:0] rs2_or_imm,
    input logic [4:0] pc,
    input logic [4:0] op_sel,
    output logic [31:0] alu_out
);
always_comb begin
    logic [32:0] sum_ext;
    logic signed [31:0] a_s, b_s, sum_s;
    logic [63:0] sra_aux;
    sum_ext = (op_sel == 5'd1) 
                   ? ({1'b0, rs1} - {1'b0, rs2_or_imm}) 
                   : ({1'b0, rs1} + {1'b0, rs2_or_imm});
    a_s    = rs1;
    b_s    = (op_sel == 5'd1) ? -rs2_or_imm : rs2_or_imm;
    sum_s  = a_s + b_s;
    sra_aux = 64'd0;
    case (op_sel)
        5'd0: begin
            alu_out = rs1 + rs2_or_imm;  
        end
        5'd1: begin
            alu_out = rs1 - rs2_or_imm;  
        end
        5'd2: begin
            alu_out = rs1 & rs2_or_imm;  
        end
        5'd3: begin
            alu_out = rs1 || rs2_or_imm;  
        end
        5'd4: begin
            alu_out = rs1 ^ rs2_or_imm;  
        end
        5'd5: begin
            alu_out = rs1 >> rs2_or_imm[4:0];  
        end
        5'd6: begin
            alu_out = rs1 << rs2_or_imm[4:0];  
        end
        5'd7: begin
            alu_out = {31'b0, rs1 < rs2_or_imm};  
        end
        5'd8: begin
            alu_out = {rs2_or_imm[31:12],12'b0};  
        end
        5'd9: begin
            alu_out = pc + rs2_or_imm;  
        end
        5'd10: begin
            alu_out = pc + 32'd4;  
        end
        5'd11: begin
            alu_out = (rs1[31] == rs2_or_imm[31]) ? {31'b0, rs1 < rs2_or_imm} : {31'b0, rs1[31]};  
        end
        5'd12: begin
            sra_aux = {{32{rs1[31]}},rs1} >> rs2_or_imm[4:0];
            alu_out = sra_aux[31:0];  
        end
        5'd13: begin
            alu_out = rs1 + rs2_or_imm;  
        end
        5'd14: begin
            alu_out = rs1 == rs2_or_imm ? pc + rs2_or_imm : 32'd0;  
        end
        5'd15: begin
            alu_out = rs1 != rs2_or_imm ? pc + rs2_or_imm : 32'd0;  
        end
        5'd16: begin
            alu_out = (rs1 < rs2_or_imm) ^ (rs1[31] != rs2_or_imm[31]) ? pc + rs2_or_imm : 32'd0 ;  
        end
        5'd17: begin
            alu_out = (rs1 >= rs2_or_imm) ^ (rs1[31] != rs2_or_imm[31]) ? pc + rs2_or_imm : 32'd0;  
        end
        5'd18: begin
            alu_out = rs1 < rs2_or_imm ? pc + rs2_or_imm : 32'd0;  
        end
        5'd19: begin
            alu_out = rs1 >= rs2_or_imm ? pc + rs2_or_imm : 32'd0;  
        end
        default: begin
            alu_out = 32'h0000_0000;
        end
    endcase
end
endmodule
</file>
==> flow_summary.yaml <==
# implementation run metrics
critical_path:
  end_kind: "primary output"
  path_cells: "buf_2 > buf_4 > inv_1 > buf_4 > fa_1 > nand3_1 > a21o_1 > a21oi_1 > o311ai_2 > a31oi_1 > or3b_1 > o21ai_2 > mux2i_2 > nor2_4 > o221ai_1 > clkdlybuf4s50_1"
  cpMaxStageDelayCell: "mux2i_2"
  crit_required_ns: 11.92
  worstPathBufferInverterCount: 5
  path_delay_family: "buffers and inverters"
  crit_top_cell: "buf_4"
  crit_path_start_kind: "primary input"
  crit_arrival_ns: 7.57
  slowest_delay_ns: 0.53
  crit_fanout: 50
  path_class: "primary input to primary output"
final_layout:
  lay_top_cells: "154 x nor2_1, 122 x o21ai_0, 107 x a21oi_1"
  seq_cell_count: 0
  fin_area_sq_mm: 0.0101
  drive_gt1_share_pct: 7.76
  clock_buffers: 0
  areaGrowthSynthToFinish_pct: 13.4
  regArea_sq_um: 0
  layout_top_cell: "nor2_1"
worst_hold_path:
  min_from: "pc[1]"
  hp-class: "primary input to primary output"
  whs_path_depth: 5
  whs_endpoint: "alu_out[1]"
route:
  wl_microns: 45900
  top_layer: "met5"
  vias_per_cell: 6.94
  wl_met1_microns: 19300
  wl_met2_microns: 20100
  vias: 11435
  wire_per_inst_microns: 27.8
  initialDrtViolationCount: 1449
  wl_met3_microns: 4520
  dr.pass1.iters: 6
  ant_nets: 0
  drc: 0
global_routing:
  grt_pass1_wl_microns: 67800
  grt_antenna_before_repair: 1
  grt_pass1_vias: 10487
  grt_overflow_total: 0
  track_usage_pct: 41.2
  grt_max_degree: 70
yosys:
  simple_gate_share_pct: 25.0
  syn_inst: 1339
  top_cell_area_share_pct: 9.97
  syn_avg_cell_area_sq_um: 6.66
  synthAdderAreaFrac_pct: 10.6
  ys_cells: 1339
  ys_warn_count: 1
  aoi_share_pct: 37.8
  xor_share_pct: 4.03
  yosys.stat.seqShare_pct: 0
  ys_top_logic_family: "AND-OR/OR-AND gates"
  synthMuxAreaShare_pct: 14.9
  ys_types: 74
  topCellsByArea: "ha_1 10%, mux4_2 8.8%, o21ai_0 6.9%"
  top_area_cell: "ha_1"
  ys_area_sq_mm: 0.00891
  synth_area_sq_mm: 0.00891
final_timing:
  relSlewSlack_pct: 37.9
  hold_violations: 0
  fin_crit_ns: 10.55
  fin_ws_ns: 4.35
  slew_viol_final: 0
  fmax_ghz: 0.0948
  fin_crit_sh_pct: 70.8
  tightestPinTransition_ns: 0.924
  fin_tns_setup_ns: 0
  setup_viol_count_final: 0
  timing.hold.ws_ns: 7.19
  rsz0062_at_grt: "false"
run:
  warning_count: 65
  drv_cap: 0
clock_network:
  cts_hold_buf: 0
  cts_setup_buffers: 0
  post_cts_resized: 0
placement:
  dp_hpwl_microns: 36300
  dpl_worst_slack_ns: 4.43
  portBuffers: 106
  place_area_sq_mm: 0.0101
  place.gp.congestion: 1.11
floorplanning:
  dieArea_sq_mm: 0.0229
  num_rows: 54
  ios: 106
  core_util_floorplan_pct: 40.8
  die_x_microns: 151
  core-area_sq_mm: 0.0218
  die_h_microns: 151
power:
  swShare_pct: 61.0
  p_leak_nw: 3.75
  p_sw_uw: 247
  internal-power_uw: 158
  powerDensity_mw_per_mm2: 40.0
  peakVddDrop_v: 0.0000217
  p_total_uw: 405
run_status:
  status: "completed"
synth_stat cells (16+ instances only):
library cell / n
o21ai_0: 122
mux2i_1: 47
clkbuf_1: 75
mux4_2: 35
a21oi_1: 107
nand4_1: 16
or2_2: 18
a22oi_1: 22
nor4_1: 30
a221oi_1: 24
nor2_1: 154
o211ai_1: 42
ha_1: 71
nor3_1: 37
nand2_1: 79
o221ai_1: 18
xnor2_1: 34
inv_1: 64
nand2b_1: 26
a31oi_1: 17
nand3_1: 35
per-layer routing:
metal	track usage, %	vias up
li1	-	5199
met1	58.3	5431
met2	62.6	687
met3	7.47	116
met4	15.2	2
met5	0	-
cell families after synthesis:
family / count (synthesis)
xor gates and xnor gates: 41
adders and majority gates: 74
buffers and inverters: 171
AOI/OAI and AO/OA: 507
muxes: 88
and+or+nand+nor: 458
power by group through the flow:
stage,clock (mW),sequential [mW],combinational (mW)
4_1_cts,0,0,0.393
5_1_grt,0,0,0.433
worst max-delay path by stage:
stage / from / to / slack (ns) / depth (start not counted)
CTS: rs2_or_imm[1] / alu_out[5] / 4.41 / 16
global route: rs2_or_imm[1] / alu_out[5] / 4.04 / 16
finish: rs2_or_imm[1] / alu_out[5] / 4.35 / 16
final cells by class:
| cell class | count | area, sq um |
|---|---|---|
| Timing Repair Buffer | 132 | 1240 |
| Multi-Input combinational cell | 1168 | 8260 |
| Antenna cell | 2 | 5.00 |
| Tap cell | 280 | 350 |
| Fill cell | 2323 | 11700 |
| Inverter | 66 | 248 |
metrics by stage:
step	utilization, %	std cells
2_1_floorplan	-	1339
3_3_place_gp	46.3	1646
3_5_place_dp	46.3	1646
4_1_cts	46.3	1646
5_1_grt	46.3	1646
6_report	46.3	1648
Power and IR drop assume default switching activity.
