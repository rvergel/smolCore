`/design/flow/config.mk`:
```
export PLATFORM = sky130hd
export DESIGN_NAME = smolRF
export DESIGN_NICKNAME = smolRF
export VERILOG_FILES = /design/flow/design.v
export SDC_FILE = /design/flow/constraint.sdc
export NUM_CORES = 4
export LEC_CHECK = 1
export CORE_UTILIZATION = 40
```
`/design/flow/constraint.sdc`:
```
current_design smolRF

set clk_period 19.7
set clk_io_pct 0.2

create_clock -name clk0 -period $clk_period [get_ports {clk}]

set non_clock_inputs [all_inputs -no_clocks]
set_input_delay [expr $clk_period * $clk_io_pct] -clock clk0 $non_clock_inputs
set_output_delay [expr $clk_period * $clk_io_pct] -clock clk0 [all_outputs]
```
`/design/flow/run.sh`:
```
#!/bin/bash
# OpenROAD 26Q1-2900-gdf79404cd8, Yosys 0.63+post, stock flow scripts
make -C /OpenROAD-flow-scripts/flow DESIGN_CONFIG=/design/flow/config.mk WORK_HOME=/design/flow/orfs finish
```
`/design/flow/design.v`:
```
module smolRF (
    input logic clk,
    input logic rst,
    input logic wEnable,
    input logic rEnable1,
    input logic rEnable2,
    input logic [4:0] wAddr,
    input logic [31:0] wData,
    input logic [4:0] rAddr1,
    input logic [4:0] rAddr2,
    output logic [31:0] rData1,
    output logic [31:0] rData2
);
logic [31:0] registerFile [0:31];
assign rData1 = rEnable1 ? registerFile[rAddr1] : 32'd0;
assign rData2 = rEnable2 ? registerFile[rAddr2] : 32'd0;
always_ff @(posedge clk) begin
    if (rst) begin
        for (int i = 0; i < 32; i++)
            registerFile[i] <= 32'h0000_0000;
    end else if (wEnable && wAddr != 5'd0) begin
        registerFile[wAddr] <= wData;
    end
end
endmodule
```
==> results.cfg <==
; physical design summary
[clock_network]
cts_resized = 0
numClockSinks = 1024
h-tree-depth = 3
cts_hold_buf = 0
clk_path_buf_depth = 3
cts_made_buffers = 114
cts_setup_buffers = 0
cts-root-buf = clkbuf_16
clk_transition_reported_paths_ns = 0.06
tritoncts = done

[synthesis]
synth.distinct_cells = 34
async_reset_ff_share_pct = 0
edf_count = 1024
synthXorXnorAreaFrac_pct = 0
numSynthFlops = 1024
ys_sh_adder_pct = 0
ys_cells = 3547
top_cell_area_share_pct = 56.5
top_logic_kind = multiplexers
ys_sh_simple_pct = 12.6
syn_avg_cell_area_um2 = 15.4
syn_area_um2 = 54500
ff_type = edfxtp_1
postSynthCellCount = 3547
ys_seq_share_pct = 56.5
synth_warnings = 1
ys_area_um2 = 54500
topCellsByArea = edfxtp_1 (56%), mux4_2 (19%), and2_1 (11%)
yosys.area_share.aoi_pct = 4.09
ys_sh_mux_pct = 23.5
top_area_cell = edfxtp_1

[layout]
finalInstanceArea_um2 = 61100
largest_register_ff_count = 1024
finish.utilization_pct = 45.2
area_growth_pct = 12.2
logic_area_um2 = 22300
drive_gt1_share_pct = 26.9
top_regs = registerFile (1024)
fillers = 11439
regMostFlops = registerFile
fin_cells = 5452
seq_area_um2 = 30700

[floorplanning]
initial_core_util_pct = 40.3
dieArea_um2 = 138000
die_x_um = 371
core_um2 = 135000
pin_count = 116
rows = 135
die_h_um = 371

[setup_path]
end_kind = primary output
crit_path_start_kind = input port
path_max_fanout = 49
cp.required_ns = 15.76
critical_path_arrival_ns = 8.29
crit_type = in2out

[timing]
maxSlewViolCount = 0
fin_setup_tns_ns = 0
hold_viol_final = 0
tightest_slew_ns = 0.928
finalClockPeriodUsage_pct = 62.1
rsz0062_at_grt = no
fin_ws_ns = 7.47
setup_viol = 0
max_freq_mhz = 81.8
max_slew_margin_pct = 38.1
fin_crit_ns = 12.23
hold-worst-slack_ns = 4.00

[power]
peakVddDrop_v = 0.0000842
powerDensity_nw_per_um2 = 85.9
design_power_total_mw = 5.25
leakagePower_nw = 20.6

[placed_design]
port_buffers = 115
dp_hpwl_um = 105000
pre_cts_ws_ns = 7.43
dp.cells = 5236
placed_area_um2 = 57600
gp_congestion = 0.927

[flow_run]
drv_cap = 0
warnings = 26

[global_routing]
grt_max_degree = 61
grt_overflow = 0
grt_use_total_pct = 29.4
grt_pass1_wl_um = 258000
grt_pass1_vias = 35278
antenna_found_initial = 2

[min_path]
holdPathStages = 2
hold_class = in2reg
holdPathEnd = registerFile[0][8]
hold_start = rst

[drt]
via_count = 32677
ant_nets = 0
drt_iter0_drc = 1917
drt_wl_total_um = 183000
drcViolationCount = 0
vias_per_cell = 5.99
wl_per_cell_um = 33.6
dr.pass1.iters = 5

[status]
status = finished clean
critical path, stage by stage:
cell and delay (ns):
buf_8 0.40, buf_4 0.59, buf_4 0.61, buf_4 0.59, mux4_2 0.57, mux2_2 0.29, o221ai_1 0.55, a31oi_1 0.21
clkdlybuf4s50_1 0.47
kinds of logic after synthesis:
group,count (synthesis)
AND-OR/OR-AND,300
buffers and inverters,395
flip-flops,1024
multiplexers,704
other,1
AND/OR/NAND/NOR,1123
worst max path at each step:
stage | cells past startpoint | end | start
5_1_grt | 9 | rData1[30] | rAddr1[1]
6_report | 9 | rData2[2] | rAddr2[1]
4_1_cts | 9 | rData2[2] | rAddr2[1]
cells in the final DEF, fill, tap and decap left out, drive strengths merged, types with 2 or more instances in the layout:
cell type      synthesis  layout
clkdlybuf4s50          0     102
buf                  123     168
nand2                 41      41
and2                 994     994
nand2b                 2       2
clkinvlp               0       4
bufinv                 0       6
edfxtp              1024    1024
nor2                  38      38
o221ai                64      64
nand3b                 3       3
a221oi                44      44
conb                   1      32
mux2i                128     128
or3b                   2       2
clkinv                 0      65
mux4                 448     448
inv                    2       4
nand4bb                2       2
or2                   33      33
o2111ai               20      20
mux2                 128     128
a22oi                 64      64
o21ai                 44      44
nor2b                  4       4
diode                  0       5
a31oi                 64      64
clkbuf               270     134
power by group:
part | total [mW] | leakage, nW | switching, mW | internal [mW]
combinational | 0.629 | 9.12 | 0.359 | 0.270
clock | 2.05 | 1.75 | 0.898 | 1.15
sequential | 2.57 | 9.75 | 0.0550 | 2.52
total | 5.25 | 20.6 | 1.31 | 3.94
cell usage after synthesis, types with 5 or more instances:
cell and count:
buf_6 8, o21ai_1 5, or2_2 33, mux4_2 448
mux2_2 128, clkbuf_1 269, a22oi_1 64, buf_2 82
mux2i_1 128, a31oi_1 64, a221oi_1 44, nor2_1 38
o221ai_1 63, o21ai_0 39, nand2_1 41, and2_1 994
o2111ai_1 20, edfxtp_1 1024, buf_4 28
layout make-up:
| class | instances | area share [%] |
|---|---|---|
| Sequential cell | 1024 | 50.3 |
| Inverter | 2 | 0.0164 |
| Timing Repair Buffer | 270 | 3.76 |
| Clock inverter | 77 | 0.905 |
| Tap cell | 1781 | 3.65 |
| Multi-Input combinational cell | 2159 | 36.5 |
| Antenna cell | 5 | 0.0205 |
| Clock buffer | 134 | 4.86 |
layer usage:
metal	part of all wire, %	GRT usage, %	vias up
li1	-	-	13801
met1	32	34.7	16096
met2	46	42.1	2398
met3	17	21.2	373
met4	4.9	11.3	9
met5	0.17	1.92	-
No activity file was given, so power comes from the tool's default toggle rates.
