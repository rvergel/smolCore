### flow/design.v
module smolMemory(
    input logic clk,
    input logic memRead,
    input logic memWrite,
    input logic [31:0] memAddr,
    input logic [31:0] writeData,
    output logic [31:0] readData
);
logic [31:0] memory [0:31];
always_ff @(posedge clk) begin
	if (memWrite) begin
		memory[memAddr[6:2]] <= writeData;
	end
end
always_ff @(posedge clk)begin
	if(memRead) begin
		readData <= memory[memAddr[6:2]];
	end
end
endmodule
### flow/run.sh
#!/bin/bash
# OpenROAD 26Q1-2900-gdf79404cd8, Yosys 0.63+post, stock flow scripts
make -C /OpenROAD-flow-scripts/flow DESIGN_CONFIG=/design/flow/config.mk WORK_HOME=/design/flow/orfs finish
### flow/config.mk
export PLATFORM = sky130hd
export DESIGN_NAME = smolMemory
export DESIGN_NICKNAME = smolMemory
export VERILOG_FILES = /design/flow/design.v
export SDC_FILE = /design/flow/constraint.sdc
export NUM_CORES = 4
export LEC_CHECK = 1
export CORE_UTILIZATION = 50
### flow/constraint.sdc
current_design smolMemory

set clk_period 6.0
set clk_io_pct 0.2

create_clock -name clk0 -period $clk_period [get_ports {clk}]

set non_clock_inputs [all_inputs -no_clocks]
set_input_delay [expr $clk_period * $clk_io_pct] -clock clk0 $non_clock_inputs
set_output_delay [expr $clk_period * $clk_io_pct] -clock clk0 [all_outputs]
==> reports/results.ini <==
[sta]
finalSetupViolations = 0
skew_ps = 13.92
tightest_slew_ps = 1001
finalCritPeriodShare_pct = 68.08
slew_viol_final = 0
relSlewSlack_pct = 33.08
layout_setup_ws_ps = 1915
fmax_ghz = 0.2448
period_needed_ps = 4085
finalSetupTns_ps = 0
hold_viol = 0
rsz0062_at_grt = false

[finish]
fillerInstances = 5668
fin_cells = 3388
drive_gt1_share_pct = 12.49
lay_top_cells = 1,056 x edfxtp_1, 512 x mux2i_1, 256 x o22ai_1
area_delta_synth_final_pct = 14.60
mostFrequentLayoutCell = edfxtp_1
final_cell_area_mm2 = 0.04591

[drt]
antenna-diode-count = 0
via_per_inst = 5.904
detail_route.wl_per_cell_um = 28.28
num_vias = 20003
remaining_drc_errors = 0
first_pass_iters = 5
drtIter0Drc = 1175
antenna_left = 0
wirelength_um = 95820

[global_routing]
grt_max_degree = 95
grt_pass1_vias = 21068
grt_use_total_pct = 26.75
grt_overflow = 0
antenna_found_initial = 2
grt_pass1_wl_um = 137900

[worst_setup_path]
worst_setup_path_end_kind = flop
cp.required_ps = 6290
crit_type = input pin to flop
crit_family = simple AND/OR/NAND/NOR gates
critPathLaunchType = input pin
arrival_ps = 4380
max_stage_delay_ps = 980
crit_buf_inv = 2
critPathSlowestCell = clkdlybuf4s50_1
path_cells = clkdlybuf4s50_1 > nand3_1 > nor2_4 > buf_4
cp_max_fo = 20

[clock_tree]
postCtsHoldBufs = 0
cts_buffer_depth = 3
cts-buffers-inserted = 104
cts_root_buf = clkbuf_16
cts_tree = yes
worstSkewPairLatency_ps = 650
htree_levels = 3
cts-resized-gates = 0
postCtsSetupBuffers = 0
clkSinkCount = 1056
clk_pin_slew_worst_paths_ps = 60

[floorplan]
io-pin-count = 99
rows = 103
fp_util_pct = 50.63
fp.dieH_um = 285.1
core_mm2 = 0.07913
die_w_um = 285.1
dieArea_mm2 = 0.08126

[place]
place_hpwl_um = 51840
io_buffers = 71
dp_cells = 3194
dpl_cell_area_mm2 = 0.04244
gp_congestion = 0.8339
post-place-ws_ps = 1273

[logic_synthesis]
syn_avg_cell_area_um2 = 19.01
syn_area_mm2 = 0.04006
synth.distinct_cells = 22
synth_flops = 1056
synth_warnings = 1
postSynthSeqShare_pct = 79.15
ys_chip_area_mm2 = 0.04006
synthCells = 2107
ys_cells = 2107

[power]
p_leak_uw = 0.01575
powerDensity_mw_per_mm2 = 337.1
power_uw = 15480
irDropWorstVdd_mv = 0.2411

[run_status]
status = completed

[flow_run]
maxCapViolations = 0
warnings = 53

[hold_path]
hold_class = flop to flop

-- metrics by stage --
stage / hold slack (ps) / utilization [%]
2_1_floorplan: 651.5 / -
3_3_place_gp: 706.3 / 53.63
3_5_place_dp: 690.9 / 53.63
4_1_cts: 707.6 / 58.02
5_1_grt: 753.6 / 58.02
6_report: 704.1 / 58.02
-- worst min-delay path, stage by stage (launching register included) --
cell and delay, ps:
edfxtp_1 320, mux2i_1 60, o22ai_1 100, nor4_1 60, nand2_1 60
-- path summary, 6_finish.rpt --
| path | from | end | slack (ps) | depth (start not counted) |
|---|---|---|---|---|
| worst max-delay path | memAddr[2] | memory[7][17] | 1920 | 4 |
| worst max register to register | memory[31][13] | readData[13] | 4170 | 4 |
| worst min register to register | memory[13][30] | readData[30] | 700 | 4 |
| worst min-delay path | memory[13][30] | readData[30] | 700 | 4 |
-- where the power goes --
group	internal (µW)	switching, µW	total [µW]
Sequential	8240	32.4	8270
Combinational	247	418	664
Clock	3900	2640	6540
-- cell usage after synthesis --
cell | count | area share [%]
edfxtp_1 | 1056 | 79
mux2i_1 | 512 | 13
o22ai_1 | 256 | 4.0
buf_2 | 81 | 1.0
nor4_1 | 64 | 1.0
nand2_1 | 34 | 0.32
nor2_1 | 29 | 0.27
clkbuf_1 | 23 | 0.22
buf_6 | 19 | 0.53
nand4bb_1 | 6 | 0.17
nand3b_1 | 4 | 0.075
nand4b_1 | 4 | 0.087
nor3_1 | 4 | 0.050
or3b_2 | 3 | 0.066
or4b_4 | 3 | 0.10
buf_4 | 2 | 0.037
nand3_1 | 2 | 0.025
buf_1 | 1 | 0.0094
nand4_1 | 1 | 0.016
or3_1 | 1 | 0.016
or4_4 | 1 | 0.028
or4b_1 | 1 | 0.025
-- kinds of logic after synthesis --
logic type | count (synthesis) | share of synthesized area (%)
mux | 512 | 12.79
simple gates | 157 | 2.249
buf+inv | 126 | 1.808
flops | 1056 | 79.15
compound gates | 256 | 3.998
-- metal layers --
layer / share of wire [%] / global-route usage, % / vias up
li1: - / - / 8909
met1: 34 / 35.96 / 9749
met2: 45 / 36.98 / 1214
met3: 19 / 21.97 / 123
met4: 1.7 / 3.877 / 8
met5: 0.16 / 1.570 / -
-- sequential cells by signal, indices dropped and copies added, names as in the netlist --
signal / flops
readData: 32
memory: 1024
-- layout make-up --
cell class / count / area, µm² / share of cell area (%)
flip-flops and latches: 1056 / 31710 / 69.07
repair buffers: 163 / 1526 / 3.325
clock buffers: 119 / 2701 / 5.884
well taps: 1050 / 1314 / 2.862
clock inverters: 75 / 772.0 / 1.681
multi-input cells: 925 / 7888 / 17.18
Power figures rest on the tool's default switching activity, not on a simulated workload.
